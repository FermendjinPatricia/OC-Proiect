[design/flow/design.v]
module control_unit(
    input clk, rst_b, bgn, q1, q0, q, is_count_3,
    output c0, c1, c2, c3, c4, c5, c6, done
);
    localparam S0 = 0, S1 = 1, S2 = 2, S3 = 3, S4 = 4, S5 = 5;
    localparam S6 = 6, S7 = 7, S8 = 8, S9 = 9, S10 = 10;
    reg[3:0]state, state_next;
    integer operation_state;
    always @(*) begin
        case({q1, q0, q})
            3'b000: operation_state = S8;
            3'b111: operation_state = S8;
            3'b001: operation_state = S4;
            3'b010: operation_state = S4;
            3'b011: operation_state = S6;
            3'b100: operation_state = S7;
            3'b110: operation_state = S5;
            3'b101: operation_state = S5;
        endcase
        case(state)
            S0: state_next = (bgn) ? S1 : S0;
            S1: state_next = S2;
            S2: state_next = S3;
            S3: state_next = operation_state;
            S4: state_next = S9;
            S5: state_next = S9;
            S6: state_next = S9;
            S7: state_next = S9;
            S8: state_next = S9;
            S9: state_next = (is_count_3) ? S10: S3;
            S10: state_next = S0;
        endcase
    end
    assign c0 = (state == S1);
    assign c1 = (state == S2);
    assign c2 = (state == S4) | (state == S5) | (state == S6) | (state == S7);
    assign c3 = (state == S6) | (state == S7);
    assign c4 = (state == S5) | (state == S7);
    assign c5 = (state == S9);
    assign c6 = (state == S10);
    assign done = (state == S10);
    always @(posedge clk, negedge rst_b) 
        if(!rst_b) state <= 0;
        else state <= state_next;
endmodule
[design/flow/constraint.sdc]
current_design control_unit

set clk_period 2.0
set clk_io_pct 0.2

create_clock -name clk0 -period $clk_period [get_ports {clk}]

set non_clock_inputs [all_inputs -no_clocks]
set_input_delay [expr $clk_period * $clk_io_pct] -clock clk0 $non_clock_inputs
set_output_delay [expr $clk_period * $clk_io_pct] -clock clk0 [all_outputs]
[design/flow/config.mk]
export PLATFORM = sky130hd
export DESIGN_NAME = control_unit
export DESIGN_NICKNAME = control_unit
export VERILOG_FILES = /design/flow/design.v
export SDC_FILE = /design/flow/constraint.sdc
export NUM_CORES = 4
export LEC_CHECK = 1
export CORE_AREA = 10 10 70 70
export DIE_AREA = 0 0 80 80
[design/flow/run.sh]
#!/bin/bash
# OpenROAD 26Q1-2900-gdf79404cd8, Yosys 0.63+post, stock flow scripts
make -C /OpenROAD-flow-scripts/flow DESIGN_CONFIG=/design/flow/config.mk WORK_HOME=/design/flow/orfs finish
==> git commit body <==
Refresh implementation metrics

* Avg WL per Cell: 9.373 µm
- Max-cap violations in this run came to 0.
* Synth area leader: dfrtp_1
- Placement row count: 21
- Area after DPL: 590.6 µm²
- Drt via density: 3.555
* Worst path required time: 1.60 ns
* Endpoints left unconstrained: 8
- Global routing finished with a remaining overflow of 0.
- The final report gives the standard cell area, fillers excluded, as 635.6 µm².
- Global-route wire length before repair: 1490 µm
* Most frequent cells after synthesis: nor2_1, dfrtp_1, dlxtn_1
- Number of buffers inserted by hold repair at cts: 0
- CTS clk-pin slew, worst paths: around 0.04 ns
* Vias in the first global route: around 350
- Post-synthesis share of cell area spent on and-or and or-and gates: 0.1748
* Routability-driven placement congestion ratio: 0.8390
- Per the post-synthesis stats, the area per cell is 8.867 µm².
- The critical path maximum fanout is 6.
- TritonCTS built the clock tree.
- The finished layout reports a core utilization of 0.1861.
- Total leakage power: approximately 0.25 nW
- Max-slew check failures listed in the final report amount to 0.
* Fa+ha+maj area frac: 0
- Ratio of cells with drive above 1 in the final layout: 0.2344
- Note, the detailed placer reported a final HPWL of 860.1 µm.
* Share of Yosys cell area claimed by the top area cell type: 0.2454
- Dividing total power by cell area gives a power density of about 320 nW/µm².
- Endpoints failing hold: 0
* Number of inserted diodes: 0
- Post-synthesis instance total: 46
- The number of antenna violations at the first check in global routing is 0.
- The cell-mix breakdown from Yosys lists the simple-gate area share as 0.3313.
- Total CTS buffers: 3
* Total die size: 6400 µm²
* Registers, synthesis: 8
* Xor and xnor area share after synthesis: 0
- The max-slew check reports its worst relative slack as 0.7996.
- Maximum clock frequency: 522.4 MHz
- The first detailed-routing pass ran for 4 iterations.
- The worst setup path is of the reg -> out kind.
- Count of vias placed by the detailed router: 391
- The end-of-flow timing check tallies setup violations at 0.
- The mapped netlist covers ~410 µm².
- H-tree lvl count: 1
- Maximum number of pins on one net before global-route repair: 9
* Overall die height: 80 µm
* Area of the synthesized netlist per yosys stat: 407.9 µm²
* Die extent in x: 80 µm
* Sum of internal, switching and leakage power: 0.2035 mW
- The placement report lists the number of port buffers as 14.
* Drc violations: 0
- At the floorplan stage, the core utilization is reported as 0.1194.
- The main area contributors are dfrtp_1, dlxtn_1, nor2_1.
* Result of the run: finished clean
- The timer found 4 register pins that no clock reaches; their paths are not timed.
- On the critical path the data arrives at 1.51 ns.
* Core Region: 3416 µm²
- Most instantiated library cell after synthesis: nor2_1
- The worst setup path is captured at an output pin.
- The final report lists a non-filler cell total of 110.
- GRT Util Overall: 0.02836
- After routing, the total negative slack on setup checks comes to 0 ns.
* Distinct cell type count after synthesis: 25
- Counting flops with a built-in enable in the synthesized netlist gives 0.
* Largest family of logic cells by area: simple AND/OR/NAND/NOR gates
- Post-synth the commonest register cell is dlxtn_1.
* DRC marker count from the first detailed-route iteration: 25
- CTS Buffer Depth: 2
- For this block, the routed nets add up to 1031 µm of wire.
* # placed instances: 105
- Counting I/O delays and the setup requirement, the final critical path takes 1.914 ns.
* Antenna violation net count after detailed routing: 0
* Type of the most critical hold path: in -> async
* Post-synthesis mux area share: 0
- Count of yosys warnings during synthesis: 1
* Critical Path Start Type: register
- In this run the layout overhead on the synthesized area is reported as 55.83%.
- The pin closest to its max-slew limit shows a slew of 0.2988 ns.
- After synthesis, the share of flip-flops with an asynchronous set or reset is 0.5000.
- Final period utilization: 0.9572
* Number of warnings in the stage logs: 25
- Maximum VDD drop: 0.1070 mV
* Top Ports: 15
- In this run the clock root is driven by a clkbuf_4.
* Yosys cell count: 46
[per-stage QoR]
stage                     hold slack (ns)  setup WS (ns)
after detailed placement           0.6150         0.2045
after global placement             0.6123         0.2172
final                              0.3651        0.08567
after global routing               0.3571     -0.0002168
after CTS                          0.3620       0.001161
after floorplan                    0.1044         0.6960
[registers in the layout (all words and copies together), names as in the netlist]
signal	count
state	4
state_next	4
[critical path, stage by stage, from the launching register on]
cell	delay (ns)
dfrtp_2	0.40
or2b_1	0.28
nor2_2	0.13
clkdlybuf4s50_1	0.48
[layer usage]
layer  vias up  track usage  wire length [µm]
li1        199            -                 -
met1       175      0.03024               413
met2        15      0.04494               468
met3         2      0.01477               128
met4         0      0.01408                21
met5         -            0                 0
[area by class of cell]
type	count	area, µm²
timing repair buffer	19	177.7
inverter	1	3.754
sequential	8	162.7
tap	46	57.56
multi-input combinational	33	211.5
fill	394	2780
clock buffer	3	22.52
[power breakdown]
group / switching [mW] / internal [mW] / total (mW)
Clock: 0.0312 / 0.0670 / 0.0982
Sequential: 0.0000927 / 0.0819 / 0.0820
Combinational: 0.00904 / 0.0143 / 0.0233
[timing repair]
item,4_1_cts,5_1_grt
endpoints found under the setup margin,4,2
resized,2,2
buffers inserted,2,0
pin swaps,0,0
[how the worst max path moves through the flow]
stage | from | end | slack (ns) | depth (start not counted)
finish | state[3] | done | 0.09 | 3
global route | state[2] | done | -0.0002 | 3
CTS | state[3] | done | 0.001 | 3
[logic make-up (layout without fill, tap and decap cells)]
family / count (synthesis) / count (layout)
buf+inv: 5 / 23
flops: 4 / 4
simple gates: 25 / 25
latches: 4 / 4
compound gates: 8 / 8
[cells in the final DEF, fill, tap and decap left out, types with 2 or more instances in the layout]
| cell | n |
|---|---|
| buf_4 | 5 |
| and2_1 | 2 |
| clkdlybuf4s50_1 | 14 |
| dlxtn_1 | 4 |
| nor2_1 | 7 |
| or2b_1 | 3 |
| dfrtp_2 | 2 |
| clkbuf_4 | 3 |
| dfrtp_1 | 2 |
| nor3_1 | 3 |
Power figures rest on the tool's default switching activity, not on a simulated workload.
