--- /design/flow/run.sh ---
#!/bin/bash
# OpenROAD 26Q1-2900-gdf79404cd8, Yosys 0.63+post, stock flow scripts
make -C /OpenROAD-flow-scripts/flow DESIGN_CONFIG=/design/flow/config.mk WORK_HOME=/design/flow/orfs finish
--- /design/flow/config.mk ---
export PLATFORM = sky130hd
export DESIGN_NAME = parallel_adder
export DESIGN_NICKNAME = parallel_adder
export VERILOG_FILES = /design/flow/design.v
export SDC_FILE = /design/flow/constraint.sdc
export NUM_CORES = 4
export LEC_CHECK = 1
export CORE_AREA = 10 10 70 70
export DIE_AREA = 0 0 80 80
--- /design/flow/design.v ---
module fac(
    input a, b, cin,
    output out, cout
);
    assign out = (a ^ b) ^ cin;
    assign cout = (a & b) ^ ((a ^ b) & cin);
endmodule
module parallel_adder (
    input cin,
    input [8:0]a, b,
    output [8:0]out_add
);
    wire c0, c1, c2, c3, c4, c5, c6;
    wire [8:0]out;
    fac fac0(.a(a[0]), .b(b[0]), .cin(cin), .out(out[0]), .cout(c0));
    fac fac1(.a(a[1]), .b(b[1]), .cin(c0), .out(out[1]), .cout(c1));
    fac fac2(.a(a[2]), .b(b[2]), .cin(c1), .out(out[2]), .cout(c2));
    fac fac3(.a(a[3]), .b(b[3]), .cin(c2), .out(out[3]), .cout(c3));
    fac fac4(.a(a[4]), .b(b[4]), .cin(c3), .out(out[4]), .cout(c4));
    fac fac5(.a(a[5]), .b(b[5]), .cin(c4), .out(out[5]), .cout(c5));
    fac fac6(.a(a[6]), .b(b[6]), .cin(c5), .out(out[6]), .cout(c6));
    fac fac7(.a(a[7]), .b(b[7]), .cin(c6), .out(out[7]), .cout(c7));
    fac fac8(.a(a[8]), .b(b[8]), .cin(c7), .out(out[8]), .cout());
    assign out_add = out;
endmodule
--- /design/flow/constraint.sdc ---
current_design parallel_adder

set clk_period 10.7
set clk_io_pct 0.2

create_clock -name clk0 -period $clk_period

set non_clock_inputs [all_inputs -no_clocks]
set_input_delay [expr $clk_period * $clk_io_pct] -clock clk0 $non_clock_inputs
set_output_delay [expr $clk_period * $clk_io_pct] -clock clk0 [all_outputs]
==> flow_summary.json <==
{
  "run_status": "finished, final reports clean",
  "worst_pin_slew_ns": 0.1081,
  "path_cells": "clkdlybuf4s50_1 > inv_1 > fa_1 > inv_1 > fa_1 > fa_1 > fa_1 > fa_1 > fa_1 > fa_1 > fa_1 > xor3_1 > clkdlybuf4s50_1",
  "post_cts_resize_count": 0,
  "effective_utilization_at_floorplan_pct": 7.912,
  "postCtsHoldBufs": 0,
  "timing.critical_path.required_ns": 8.56,
  "grt_pass1_vias": 230,
  "synthAdderAreaFrac_pct": 59.26,
  "p_total_mw": 0.02732,
  "max_stage_delay_ns": 0.47,
  "worst_slew_margin_rel_pct": 92.77,
  "final-hold-violation-count": 0,
  "worstSetupStartpointType": "input port",
  "timing.critical_path.arrival_ns": 6.21,
  "met2_wire_length_um": 214,
  "totalWireLength_um": 792,
  "detail_route.vias_per_cell": 2.364,
  "final-setup-viol-count": 0,
  "post-route-period-util_pct": 78.02,
  "average_wire_per_cell_in_the_routed_design_um": 9.000,
  "dp_cells": 88,
  "synth_simple_gate_area_share_pct": 0,
  "area_of_the_chip_sq_um": 6400,
  "grt_first_pass_wirelength_um": 1207,
  "worst_path_most_repeated_cell": "sky130_fd_sc_hd__fa_1",
  "vdd.ir_drop.worst_mv": 0.01491,
  "rows": 21,
  "yosysSeqAreaShare_pct": 0,
  "min_path_type": "input port to output pin",
  "critical_path_peak_fanout": 1,
  "number_of_antenna_violations_at_the_first_check_in_global_routing": 0,
  "crit_path_top_delay_cell": "sky130_fd_sc_hd__clkdlybuf4s50_1",
  "openroad.warnings": 32,
  "compound_area_share_pct": 0,
  "flops": 0,
  "synthesis.area_per_instance_sq_um": 11.75,
  "post_synth_inst_count": 23,
  "detailed_place_hpwl_um": 794.2,
  "setup_tns_ns": 0,
  "fin_crit_ns": 8.348,
  "areaGrowthSynthToFinish_pct": 100.0,
  "lay_top_cells": "sky130_fd_sc_hd__clkdlybuf4s50_1 (28), sky130_fd_sc_hd__fa_1 (8), sky130_fd_sc_hd__inv_1 (5)",
  "layout_cells_sized_above_1_pct": 0,
  "timing.hold.worst.start": "cin",
  "layout_top_cell_excl_fill_tap": "sky130_fd_sc_hd__clkdlybuf4s50_1",
  "static-leakage-power_nw": 0.2098,
  "place.port_buffers": 28,
  "grt_usage_pct": 2.383,
  "final-max-slew-violation-count": 0,
  "flop_area_sq_um": 0,
  "yosys_area_sq_um": 270.3,
  "cts_setup_buffers": 0,
  "drtPass1Iterations": 2,
  "die_y_um": 80,
  "instances_no_fill": 88,
  "met1_wire_length_um": 302,
  "yosysWarningCount": 1,
  "io_pins": 28,
  "route.antenna.diode_count": 0,
  "final.fill_count": 400,
  "syn-cell-area_sq_um": 270.3,
  "post_synthesis_mux_area_share_pct": 0,
  "ant_nets": 0,
  "rsz0062_at_grt": "no",
  "fmax_ghz": 0.1198,
  "element_type_at_the_critical_path_end": "output pin",
  "grt_max_degree": 2,
  "drc_marker_count_from_the_first_detailed_route_iteration": 1,
  "max_cap_violations": 0,
  "cellPowerDensity_nw_per_um2": 50.54,
  "dr_total_vias": 208,
  "ys_types": 4,
  "cells_yosys": 23,
  "floorplan.die.width_um": 80,
  "worstSetupPathType": "input port to output pin",
  "route.top_layer_used": "met3",
  "total_congestion_overflow_after_global_routing": 0,
  "num-clock-buffers": 0,
  "core-area_sq_um": 3416,
  "netlist_logic_family_top": "adder cells",
  "finalWeightedCongestion": 0.8061,
  "detail_route.drc_violations": 0,
  "route.met3.wl_um": 275,
  "xor_area_share_pct": 8.796,
  "cp-startpoint": "a[0]"
}
-- through the flow --
stage	hold slack, ns	area, sq um	utilization, %	setup slack (ns)
floorplan	4.497	270.3	-	3.223
global placement	5.326	540.5	15.82	2.332
detailed placement	5.318	540.5	15.82	2.312
CTS	5.318	540.5	15.82	2.299
global route	5.342	540.5	15.82	2.170
finish	5.307	540.5	15.82	2.352
-- synthesized netlist by cell type (all sizes together) --
library cell | instances | area, sq um
buf | 9 | 67.56
inv | 5 | 18.77
fa | 8 | 160.2
xor3 | 1 | 23.77
-- worst max-delay path: cells and delay by family --
| family | cells | cell delay (ns) |
|---|---|---|
| buf+inv | 4 | 1.01 |
| fa+ha+maj | 8 | 2.86 |
| xor+xnor | 1 | 0.20 |
-- area by class of cell --
cell class	count	area [sq um]	area share (%)
inverter	5	18.77	3.472
multi-input combinational	9	183.9	34.03
tap	46	57.56	10.65
timing repair buffer	28	280.3	51.85
-- per-layer routing --
metal	vias up	GRT usage [%]
li1	94	-
met1	88	2.795
met2	26	2.648
met3	0	3.182
met4	0	0
met5	-	0
-- power breakdown --
group	total [mW]	switching (mW)	internal, mW
sequential	0	0	0
combinational	0.0273	0.00650	0.0208
clock	0	0	0
total	0.0273	0.00650	0.0208
-- cells by family after synthesis --
family and count (synthesis):
buf+inv 14, xor+xnor 1, fa+ha+maj 8
-- worst paths after layout --
check | slack, ns | cells after the start | to
setup / recovery | 2.35 | 13 | out_add[8]
hold / removal | 5.31 | 5 | out_add[0]
Power and IR drop assume default switching activity.
