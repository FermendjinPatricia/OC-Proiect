==> ./design.v <==
module a(
    input clk, rst_b, c0, c5, c2, c6,
    input [8:0]adder_input,
    output reg [8:0] out, 
    output reg [16:0] outbus
);
    always @(posedge clk, negedge rst_b) 
        if(!rst_b)  out <= 0;
        else if(c0) out <= 0;
        else if(c2) out <= adder_input;
        else if(c5) out <= {out[8], out[8], out[8:2]};
    always @(*)
        if(c6)
            outbus[16:8] = out;
        else 
            outbus = 17'bz;
endmodule
==> ./run.sh <==
#!/bin/bash
# OpenROAD 26Q1-2900-gdf79404cd8, Yosys 0.63+post, stock flow scripts
make -C /OpenROAD-flow-scripts/flow DESIGN_CONFIG=/design/flow/config.mk WORK_HOME=/design/flow/orfs finish
==> ./config.mk <==
export PLATFORM = sky130hd
export DESIGN_NAME = a
export DESIGN_NICKNAME = a
export VERILOG_FILES = /design/flow/design.v
export SDC_FILE = /design/flow/constraint.sdc
export NUM_CORES = 4
export LEC_CHECK = 1
export CORE_AREA = 10 10 70 70
export DIE_AREA = 0 0 80 80
==> ./constraint.sdc <==
current_design a

set clk_period 1.0
set clk_io_pct 0.2

create_clock -name clk0 -period $clk_period [get_ports {clk}]

set non_clock_inputs [all_inputs -no_clocks]
set_input_delay [expr $clk_period * $clk_io_pct] -clock clk0 $non_clock_inputs
set_output_delay [expr $clk_period * $clk_io_pct] -clock clk0 [all_outputs]
==> flow_metrics.tcl <==
# metrics dict for downstream scripts
set metrics [dict create \
    fin_skew_ns 0.00442 \
    drive_above_1_share_pct 43.4 \
    drt-total-wl_microns 1720 \
    top_level_ports 41 \
    status "complete, but fails checks" \
    powerDensity_nw_per_um2 965 \
    r2r-end "out[6]" \
    min_period_ns 1.07 \
    synth.distinct_cells 11 \
    avgSynthCellArea_sq_um 10.3 \
    drt-pass1-iter-count 4 \
    setup_viol_count_final 9 \
    violations "setup timing" \
    fp_util_pct 17.1 \
    grt_pass1_vias 563 \
    final_hold_viol_count 0 \
    antenna_found_initial 0 \
    ys_warn_count 2 \
    die_h_microns 80 \
    clockBufferDepth 2 \
    crit_required_ns 0.80 \
    ys_cells 57 \
    grt_max_degree 10 \
    cp_max_fo 2 \
    die-area_sq_um 6400 \
    antenna_left 0 \
    fin_ws_ns -0.0746 \
    criticalPathCategory "register to output pin" \
    p_leak_uw 0.000512 \
    syn_to_final_growth_pct 77.7 \
    grt_use_total_pct 5.15 \
    place_hpwl_microns 1370 \
    postCtsHoldBufs 0 \
    rows 21 \
    dr_total_vias 495 \
    warning_count 28 \
    via_per_inst 3.41 \
    place.gp.congestion 0.688 \
    port_buffers 31 \
    ys.flops 9 \
    cts_tree "built" \
    top_regs "out (9)" \
    largest_reg_flops 9 \
    r2r-start "out[6]" \
    vdd_ir_drop_max_mv 0.451 \
    top_register "out" \
    rsz0062_at_grt "true" \
    clk_pin_slew_ns 0.06 \
    synth_top_area_share_pct 38.5 \
    wl_per_cell_microns 11.9 \
    reg2reg_depth 4 \
    slew_violations 0 \
    numCtsBuffers 3 \
    timing.setup.tns_ns -0.494 \
    period_used_pct 107 \
    ys_area_sq_um 584 \
    netlist_instances 57 \
    cts.sinks 9 \
    core-area_sq_um 3420 \
    die_w_microns 80 \
    clk_latency_ns 0.26 \
    grt_pass1_wl_microns 2630 \
    max-cap-violations 0 \
    startpoint_type "register" \
    drc 0 \
    cts_max_level 1 \
    globalRouteOverflowTotal 0 \
    hold_class "input port to asynchronous set/reset pin" \
    cp-end-kind "output pin" \
    crit_arrival_ns 0.87 \
    diodes 0 \
    p_total_uw 1000 \
    synth_seq_share_pct 38.5 \
    clock.fmax_mhz 931 \
    drt-initial-drc-count 15 \
    cts-root-buf "clkbuf_4" \
    nFillCells 355 \
    reg2reg_slack_ns 0 \
    area_leaders "dfrtp_1, buf_4, mux2i_1" \
    syn_area_sq_um 584 \
    yosys.area.top_type "dfrtp_1" \
]
## power breakdown
| group | switching [uW] | internal [uW] | total [uW] |
|---|---|---|---|
| clock network | 117 | 153 | 270 |
| logic | 98.7 | 226 | 325 |
| registers | 18.0 | 389 | 407 |
## how the worst max path moves through the flow
stage     startpoint          to  slack, ns
5_1_grt       out[0]      out[0]      -0.10
6_report      out[2]  outbus[10]      -0.07
4_1_cts       out[2]  outbus[10]      -0.08
## critical path, cell delays in order, from the launching register on
cell     delay [ns]
dfrtp_1        0.40
buf_6          0.13
buf_6          0.10
## what timing repair did
action / CTS / global route
endpoints found under the setup margin: 24 / 20
buffers inserted: 11 / 0
pin swaps: 3 / 6
resized: 73 / 7
## cell usage in the layout (no fill, tap or decap)
master | Yosys | routed
mux2i_1 | 9 | 8
buf_6 | 1 | 22
clkbuf_4 | 0 | 3
clkbuf_1 | 0 | 1
inv_1 | 1 | 1
a211oi_2 | 0 | 1
buf_12 | 0 | 1
dfrtp_1 | 9 | 9
dlygate4sd2_1 | 0 | 2
clkdlybuf4s50_1 | 0 | 11
a211oi_1 | 8 | 7
conb_1 | 1 | 8
buf_4 | 17 | 5
nor2b_1 | 8 | 8
buf_2 | 1 | 10
mux2i_2 | 0 | 1
nor2_1 | 1 | 1
## per-stage QoR
stage | worst slack (ns) | hold WS, ns | instances | area (sq um) | utilization, %
finish | -0.0746 | 0.243 | 145 | 1040 | 30.4
global route | -0.104 | 0.263 | 145 | 1040 | 30.4
CTS | -0.0848 | 0.253 | 145 | 1010 | 29.6
detailed placement | -0.279 | 0.521 | 132 | 926 | 27.1
global placement | -0.267 | 0.518 | 132 | 926 | 27.1
floorplan | 0.266 | -0.0956 | 64 | 611 | -
## synthesized netlist by cell type
| cell | instances |
|---|---|
| mux2i_1 | 9 |
| dfrtp_1 | 9 |
| conb_1 | 1 |
| buf_2 | 1 |
| buf_1 | 1 |
| a211oi_1 | 8 |
| inv_1 | 1 |
| buf_6 | 1 |
| buf_4 | 17 |
| nor2_1 | 1 |
| nor2b_1 | 8 |
## cell families after synthesis
logic type	after synthesis	share of synthesized area, %
multiplexers	9	15.4
buffers and inverters	21	25.9
AND-OR/OR-AND	8	10.3
flip-flops	9	38.5
AND/OR/NAND/NOR	9	9.21
other	1	0.642
## per-layer routing
layer	track usage, %	up-vias	share of wire (%)
met1	6.16	215	41
met4	0.176	0	0.23
met2	7.62	26	44
met5	0	-	0
met3	3.86	2	15
li1	-	252	-
## cell type report
cell class / count / area (sq um) / share of cell area (%)
multi-input cells: 34 / 243 / 23.4
flip-flops and latches: 9 / 225 / 21.7
clock buffers: 4 / 26.3 / 2.53
inverters: 1 / 3.75 / 0.361
repair buffers: 51 / 483 / 46.5
well taps: 46 / 57.6 / 5.54
Power and IR drop assume default switching activity.
